<file path="flow/run.sh">
#!/bin/bash
# OpenROAD 26Q1-2900-gdf79404cd8, Yosys 0.63+post, stock flow scripts
make -C /OpenROAD-flow-scripts/flow DESIGN_CONFIG=/design/flow/config.mk WORK_HOME=/design/flow/orfs finish
</file>
<file path="flow/config.mk">
export PLATFORM = sky130hd
export DESIGN_NAME = counter
export DESIGN_NICKNAME = counter
export VERILOG_FILES = /design/flow/design.v
export SDC_FILE = /design/flow/constraint.sdc
export NUM_CORES = 4
export LEC_CHECK = 1
export CORE_AREA = 10 10 70 70
export DIE_AREA = 0 0 80 80
</file>
<file path="flow/constraint.sdc">
current_design counter

set clk_period 2.1
set clk_io_pct 0.2

create_clock -name clk0 -period $clk_period [get_ports {clk}]

set non_clock_inputs [all_inputs -no_clocks]
set_input_delay [expr $clk_period * $clk_io_pct] -clock clk0 $non_clock_inputs
set_output_delay [expr $clk_period * $clk_io_pct] -clock clk0 [all_outputs]
</file>
<file path="flow/design.v">
module counter(
	input clk,
  	input rstn,
  	input enable,
  	input preload,
  	input [3:0] preload_val,
  	output logic [3:0] result,
  	output logic detect);
  always @(posedge clk or negedge rstn) begin
    if(!rstn) begin
		result<=4'b0;
      	detect<=1'b0;
    end
    else begin
      if(preload==1)
        result<=preload_val;
      else if(enable==1'b1) begin
        if(result==4'hF) begin          
          result<=result;
          detect<=1'b1;          
        end
        else begin
          result<=result+1'b1;
          detect<=(result==4'hE) ? 1'b1: 1'b0;
        end
      end
      else begin
        result<=result;
        detect<=detect;
      end        
    end              
  end
endmodule
</file>
==> impl_metrics.ini <==
; physical design summary
[clock_network]
cts_tree = done
cts-root-buf = clkbuf_4
clk_pin_slew_worst_paths_ns = 0.04
cts_resized = 0
ctsHoldBuffers = 0
cts_made_buffers = 3
clock_path_buffers = 2
cts_sinks = 5
clock.latency.late_pin_ns = 0.24
h-tree-depth = 1
cts_setup_buffers = 0

[yosys]
synth_cells = 32
yosys_cells = 32
simple_gate_share = 0.226
yosysChipArea_sq_um = 310
mux_share = 0.0323
topCombFamilyByArea = simple AND/OR/NAND/NOR gates
ys_seq_frac = 0.403
synth_cell_type_count = 21
synth.cellmix.compoundShare = 0.206
synth.cell_area_sq_um = 310
synth-xor-area-share = 0
syn_area_per_cell_sq_um = 9.70
synthAdderAreaFrac = 0.0806
ys_warn_count = 1
ys_ff = 5

[global_route]
grt_pass1_vias = 339
grtUsageTotal = 0.0295
antenna_found_initial = 0
grt_pass1_wl_mm = 1.48
overflow = 0
grt_max_degree = 11

[worst_setup_path]
crit_type = flop to output port
crit_path_max_fanout = 6
crit_chain = clkdlybuf4s50_1
r2r_setup_slack_ns = 0.75
critPathMaxStageDelay_ns = 0.50
worst-path-buf-inv = 1
slowest_stage = clkdlybuf4s50_1
cpLargestDelayFamily = buffers and inverters
cp-start-kind = flop
cp-end-kind = output port
critPathArrivalTime_ns = 1.19
cp.required_ns = 1.68

[flow_run]
drv_cap = 0
warnings = 26

[route]
via_per_inst = 3.27
drtAntennaViolNets = 0
route.vias.total = 304
drt-total-wl_microns = 862
firstDrtPassIters = 3
antenna_cells = 0
drt_iter0_drc = 4
wl_per_cell_microns = 9.27
route.detailed.drc = 0

[sta]
rsz0062_at_grt = no
final-setup-viol-count = 0
final.setup_skew_ns = 0.00260
finalWorstSetupSlack_ns = 0.489
timing.final.hold_violations = 0
fin_crit_sh = 0.767
tns_ns = 0
relSlewSlack = 0.767
worst_pin_slew_ns = 0.348
timing.final.max_slew_violations = 0
min_period_ns = 1.61
fmax_ghz = 0.621

[pwr]
leakage_nw = 0.206
power_density_nw_per_um2 = 596
peakVddDrop_v = 0.000331

[placed_design]
port_buffers = 12
place.gp.congestion = 0.829
dp_slack_ns = 0.525

[floorplan]
die-area_sq_um = 6400
die.size.y_microns = 80
rows = 21
fp-utilization = 0.0908
core_area_sq_um = 3420
fp.dieW_microns = 80
num_io_pins = 13

[cells_and_area]
layout-drive-gt1-share = 0.149
synthToLayoutAreaGrowth_pct = 64.1

[worst_hold_path]
holdCritPathClass = input pin to asynchronous set/reset pin

[run_status]
outcome = finished, final reports clean
==> kinds of logic (layout without fill, tap and decap cells) <==
family | after synthesis | after routing
buffers and inverters | 4 | 19
AND-OR/OR-AND | 9 | 9
multiplexers | 1 | 1
adder cells (fa/ha/maj) | 2 | 2
flip-flops | 5 | 5
AND/OR/NAND/NOR | 11 | 11
==> flip-flops by register name, summed over array words and instances (netlist names) <==
name / count
result: 4
detect: 1
==> cell usage after synthesis <==
cell       number  area share
o2111ai_1       1       0.028
inv_1           3       0.036
buf_2           1       0.016
a21oi_1         2       0.032
ha_1            2       0.081
nor2b_1         1       0.020
a32oi_1         1       0.028
dfrtp_1         5        0.40
nor2_1          1       0.012
nand2b_1        1       0.020
mux2i_1         1       0.032
and3_1          1       0.020
o31ai_1         1       0.024
a211o_2         1       0.032
or2b_2          1       0.028
o21ai_0         2       0.032
nand4_1         1       0.020
o31a_1          1       0.028
nand2_1         3       0.036
nand3_2         1       0.032
and4b_2         1       0.036
==> cell usage in the layout (no fill, tap or decap), drive strengths merged, types with 2 or more instances in the layout <==
master / count
clkdlybuf4s50: 12
dfrtp: 5
clkbuf: 4
inv: 3
nand2: 3
o21ai: 2
a21oi: 2
ha: 2
==> stage by stage <==
stage	instance area, sq um	instances	total power [mW]	util	hold WS (ns)
6_report	509	93	0.304	0.149	0.410
2_1_floorplan	310	32	0.150	-	0.124
5_1_grt	509	93	0.330	0.149	0.417
3_3_place_gp	483	89	0.195	0.141	0.536
4_1_cts	509	93	0.309	0.149	0.408
3_5_place_dp	483	89	0.196	0.141	0.546
==> power breakdown <==
| part | internal, mW | switching, mW | total (mW) | leakage (nW) |
|---|---|---|---|---|
| combinational | 0.0468 | 0.0260 | 0.0728 | 0.129 |
| sequential | 0.107 | 0.0144 | 0.122 | 0.0614 |
| clock | 0.0717 | 0.0374 | 0.109 | 0.0150 |
| total | 0.226 | 0.0778 | 0.304 | 0.206 |
==> layout make-up <==
cell class                 instances  area [sq um]
fill                             402          2910
sequential                         5           125
tap                               46          57.6
timing repair buffer              12           120
inverter                           3          11.3
clock buffer                       4          26.3
multi-input combinational         23           169
==> routing by layer <==
| metal | part of all wire | wire, microns | global-route usage |
|---|---|---|---|
| met5 | 0 | 0 | 0 |
| met4 | 0 | 0 | 0.00352 |
| met3 | 0.12 | 100 | 0.0205 |
| met2 | 0.32 | 274 | 0.0313 |
| met1 | 0.56 | 486 | 0.0455 |
==> final timing paths <==
| check | from | end | depth (start not counted) |
|---|---|---|---|
| setup / recovery | result[2] | result[2] | 1 |
| hold / removal | rstn | result[0] | 1 |
| setup reg to reg | result[1] | result[0] | 4 |
| hold reg to reg | detect | detect | 2 |
| max in group asynchronous | rstn | result[2] | 1 |
| min in group clk0 | detect | detect | 2 |
No activity file was given, so power comes from the tool's default toggle rates.
